<file path="design/flow/design.v">
module Reg #(WIDTH = 1, RESET_VAL = 0) (
  input clk,
  input rst,
  input [WIDTH-1:0] din,
  output reg [WIDTH-1:0] dout,
  input wen
);
  always @(posedge clk) begin
    if (rst) dout <= RESET_VAL;
    else if (wen) dout <= din;
  end
endmodule
module example(
  input clk,
  input rst,
  input [3:0] in,
  output [3:0] out
);
  Reg #(1, 1'b1) i0 (clk, rst, in[0], out[0], 1'b1);
  Reg #(3, 3'b0) i1 (clk, rst, in[3:1], out[3:1], out[0]);
endmodule
</file>
<file path="design/flow/run.sh">
#!/bin/bash
# OpenROAD 26Q1-2900-gdf79404cd8, Yosys 0.63+post, stock flow scripts
make -C /OpenROAD-flow-scripts/flow DESIGN_CONFIG=/design/flow/config.mk WORK_HOME=/design/flow/orfs finish
</file>
<file path="design/flow/config.mk">
export PLATFORM = sky130hd
export DESIGN_NAME = example
export DESIGN_NICKNAME = example
export VERILOG_FILES = /design/flow/design.v
export SDC_FILE = /design/flow/constraint.sdc
export NUM_CORES = 4
export LEC_CHECK = 1
export CORE_AREA = 10 10 70 70
export DIE_AREA = 0 0 80 80
export SYNTH_HDL_FRONTEND = slang
</file>
<file path="design/flow/constraint.sdc">
current_design example

set clk_period 1.5
set clk_io_pct 0.2

create_clock -name clk0 -period $clk_period [get_ports {clk}]

set non_clock_inputs [all_inputs -no_clocks]
set_input_delay [expr $clk_period * $clk_io_pct] -clock clk0 $non_clock_inputs
set_output_delay [expr $clk_period * $clk_io_pct] -clock clk0 [all_outputs]
</file>
==> flow_summary.json <==
{
  "place_area_sq_um": 275.3,
  "antenna_cells": 0,
  "required_ns": 1.20,
  "setup_viol": 0,
  "fin_setup_tns_ns": 0,
  "clk_path_buf_depth": 2,
  "most_common_cell": "dfxtp_1",
  "p_leak_nw": 0.1141,
  "fin_cells": 69,
  "status": "finished clean",
  "dp.cells": 66,
  "worstHoldEndpoint": "i1.dout[2]$_SDFFE_PP0P_",
  "route.vias.total": 128,
  "slew-limit-headroom_pct": 86.86,
  "ctsRootBufferMaster": "clkbuf_4",
  "grt_pass1_wl_microns": 593,
  "grt_overflow": 0,
  "avgViaCountPerCell": 1.855,
  "first_iter_violations": 6,
  "timing.rr.end": "i1.dout[0]$_SDFFE_PP0P_",
  "mux_area_share_pct": 22.22,
  "fin_crit_ns": 1.444,
  "cp-startpoint": "i0.dout$_SDFF_PP1_",
  "routed_wl_microns": 459,
  "synth-edff-count": 0,
  "antenna_found_initial": 0,
  "r2r.worst_path.cells": 2,
  "rr_startpoint": "i0.dout$_SDFF_PP1_",
  "syn-cell-area_sq_um": 135.1,
  "grt_pass1_vias": 122,
  "cts.sinks": 4,
  "clk_latency_ns": 0.23,
  "seqPwrFrac_pct": 41.4,
  "pwr-share-clk_pct": 46.6,
  "synth_cells": 12,
  "worstPathArrival_ns": 1.14,
  "rrSetupSlack_ns": 0.68,
  "rsz0062_at_grt": "false",
  "cpMaxStageDelayCell": "clkdlybuf4s50_1",
  "finalClockPeriodUsage_pct": 96.26,
  "initCoreUtil_pct": 3.956,
  "grt_usage_pct": 1.344,
  "num_io_pins": 10,
  "top_cell_area_share_pct": 59.26,
  "yosys-stat-cells": 12,
  "synthTopLogicFamily": "multiplexers",
  "n_fill_cell": 402,
  "h-tree-depth": 1,
  "hold_start": "i1.dout[2]$_SDFFE_PP0P_",
  "crit_path_max_incr_delay_ns": 0.50,
  "hold_viol_final": 0,
  "yosysChipArea_sq_um": 135.1,
  "final_area_sq_um": 297.8,
  "ctsHoldBuffers": 0,
  "place.gp.congestion": 0.7103,
  "drc": 0,
  "crit_family": "buffers and inverters",
  "switchingPower_w": 0.00005503,
  "max_freq_mhz": 692.6,
  "ys_seq_share_pct": 59.26,
  "hold_class": "reg -> reg",
  "port_buffers": 9,
  "cts-resized-gates": 0,
  "syn_to_final_growth_pct": 120.4,
  "vdd_ir_drop_max_mv": 0.1912,
  "simple_gate_share_pct": 12.96,
  "ys_ff": 4,
  "ys_top_cells_by_area": "dfxtp_1 (59%), mux2i_1 (22%), nor2_1 (8.3%)",
  "ys_sh_aoi_pct": 0,
  "p_int_w": 0.0002300,
  "power_density_nw_per_um2": 957.3,
  "drive_gt1_share_pct": 17.39,
  "async_reset_ff_share_pct": 0,
  "ys.flop_type": "dfxtp_1",
  "cp.buffers_inverters": 1,
  "cts_tree": "built",
  "antenna_left": 0,
  "die_w_microns": 80,
  "endpoint_kind": "output pin",
  "finalCoreUtilization_pct": 8.718,
  "logic_area_sq_um": 47.55,
  "die-area_sq_um": 6400,
  "grt_max_degree": 5,
  "switching_share_pct": 19.30,
  "crit_chain": "clkdlybuf4s50_1",
  "worst_slew_pin_slew_ns": 0.1969,
  "cts.clk_slew.worst_paths_ns": 0.04,
  "p_comb_share_pct": 12.0,
  "common_cells": "dfxtp_1 (4), mux2i_1 (3), nor2_1 (3)",
  "whs_path_depth": 2,
  "finalClockSkew_ns": 0.0005678,
  "synth_cell_types": 5,
  "xor_area_share_pct": 0,
  "numCtsBuffers": 3,
  "synth-adder-area-share_pct": 0,
  "maxSlewViolCount": 0,
  "finalPower_w": 0.0002851,
  "avgRoutedWirePerCell_microns": 6.652,
  "cp-start-kind": "flop",
  "critPathKind": "reg -> out",
  "register_area_sq_um": 80.08,
  "yosysWarnings": 0,
  "warnings": 25,
  "worstPathMaxFanout": 4,
  "max-cap-violations": 0,
  "top_area_cell": "dfxtp_1",
  "syn_avg_cell_area_sq_um": 11.26,
  "fp-row-count": 21,
  "drt-pass1-iter-count": 4,
  "cts_setup_buffers": 0,
  "core-area_sq_um": 3416,
  "dieHeight_microns": 80
}
==> logic make-up after synthesis <==
group	after synthesis
flops	4
buf+inv	1
mux	3
simple gates	4
==> metal layers <==
| layer | routed length, microns | vias to the layer above | track usage [%] |
|---|---|---|---|
| met5 | 0 | - | 0 |
| met4 | 0 | 0 | 0.5282 |
| met3 | 173 | 0 | 2.727 |
| met2 | 91 | 14 | 0.8828 |
| met1 | 193 | 54 | 1.331 |
| li1 | - | 60 | - |
==> area by class of cell <==
class	instances	area share [%]
Timing Repair Buffer	9	30.25
Sequential cell	4	26.89
Tap cell	46	19.33
Multi-Input combinational cell	7	15.97
Clock buffer	3	7.563
==> power groups by stage <==
stage         Sequential [W]  Clock [W]  Combinational [W]
finish              0.000118   0.000133          0.0000341
global route        0.000119   0.000143          0.0000365
CTS                 0.000118   0.000140          0.0000348
==> flip-flops by register name (all words and copies together) (netlist names) <==
name     count
i0.dout      1
i1.dout      3
==> through the flow <==
| stage | hold slack, ns | setup slack [ns] |
|---|---|---|
| 6_report | 0.5029 | 0.05608 |
| 2_1_floorplan | 0.3724 | 0.7010 |
| 3_5_place_dp | 0.4970 | 0.2964 |
| 4_1_cts | 0.5082 | 0.04104 |
| 3_3_place_gp | 0.4839 | 0.3123 |
| 5_1_grt | 0.5190 | 0.01427 |
==> how the worst max path moves through the flow <==
| stage | end | slack (ns) | cells after the start |
|---|---|---|---|
| after CTS | out[0] | 0.04 | 1 |
| final | out[0] | 0.06 | 1 |
| after global routing | out[0] | 0.01 | 1 |
==> layout by cell type (no fill, tap or decap) <==
master / instances
clkdlybuf4s50_1: 9
clkbuf_4: 3
dfxtp_1: 4
mux2i_1: 3
or2_2: 1
nor2_1: 3
No activity file was given, so power comes from the tool's default toggle rates.
