[flow/run.sh]
#!/bin/bash
# OpenROAD 26Q1-2900-gdf79404cd8, Yosys 0.63+post, stock flow scripts
make -C /OpenROAD-flow-scripts/flow DESIGN_CONFIG=/design/flow/config.mk WORK_HOME=/design/flow/orfs finish
[flow/constraint.sdc]
current_design count

set clk_period 2.8
set clk_io_pct 0.2

create_clock -name clk0 -period $clk_period [get_ports {clk}]

set non_clock_inputs [all_inputs -no_clocks]
set_input_delay [expr $clk_period * $clk_io_pct] -clock clk0 $non_clock_inputs
set_output_delay [expr $clk_period * $clk_io_pct] -clock clk0 [all_outputs]
[flow/design.v]
module count(
    input clk,
    input start,
    input stop,
    input rest,
    output reg [6:0] out1,
    output reg [6:0] out2
);
reg [6:0] count;
always @(posedge clk) 
begin
    if (rest) 
    begin
        count <= 0;
    end 
    else if (start && !stop) 
    begin
        if (count == 99) 
        begin
            count <= 0;
        end 
        else 
        begin
            count <= count + 1;
        end
    end
    out1 <= count % 10;  
    out2 <= count / 10;  
end
endmodule
[flow/config.mk]
export PLATFORM = sky130hd
export DESIGN_NAME = count
export DESIGN_NICKNAME = count
export VERILOG_FILES = /design/flow/design.v
export SDC_FILE = /design/flow/constraint.sdc
export NUM_CORES = 4
export LEC_CHECK = 1
export CORE_AREA = 10 10 83 83
export DIE_AREA = 0 0 93 93
export SYNTH_HDL_FRONTEND = slang
==> out/summary.rpt <==
OUTCOME
------------------------------------------------------------------------------------------
Run status .................................................................. finished, final reports clean

SYNTHESIS
------------------------------------------------------------------------------------------
Yosys synthesis warning count ...............................................            0
Simple-gate share of the synthesized area ...................................       24.40%
Share of synthesized cell area in full adder, half adder and majority cells .       4.181%
Complex-gate fraction of the synthesized area ...............................       29.35%
Async set-reset flop share out of synthesis .................................           0%
Post-synthesis xor/xnor area fraction .......................................       6.997%
Count of instantiated cells in the yosys netlist ............................          188
Multiplexer share of the synthesized area ...................................      0.6826%
Post-synthesis instance area ................................................     1466 um2
Number of register bits inferred by synthesis ...............................           18
Cell count after synthesis ..................................................          188
Count of library flops with an enable pin ...................................            0
Largest logic family ........................................................ AND-OR/OR-AND gates
Yosys chip area .............................................................     1466 um2
Dominant Register Cell ......................................................      dfxtp_1
Share of the yosys chip area belonging to registers .........................       24.57%
Number of distinct standard cells referenced by the synthesized netlist .....           56
Post-synthesis area per instance ............................................    7.800 um2

GRT
------------------------------------------------------------------------------------------
Via count of the first global-routing pass ..................................         1327
Maximum number of pins on one net before global-route repair ................           29
Total routing usage reported by global routing ..............................       8.404%
Number of antenna violations at the first check in global routing ...........            0
First-pass GRT wire length ..................................................     6.099 mm
Total congestion overflow ...................................................            0

FINAL LAYOUT
------------------------------------------------------------------------------------------
Final core utilization ......................................................       33.47%
Commonest cells after routing, fill and taps aside .......................... nor2_1, dfxtp_1, nand2_1, clkdlybuf4s50_1, a21oi_1
Share of final-layout standard cells stronger than drive strength 1 .........       14.57%
Synthesis-to-finish area growth .............................................       17.32%
Most instantiated logic cell after routing ..................................       nor2_1

DETAILED ROUTING
------------------------------------------------------------------------------------------
Per-cell routed wire length .................................................     13.14 um
DRC marker count from the first detailed-route iteration ....................          196
Wire length after detailed routing ..........................................     3.536 mm
Count of vias placed by the detailed router .................................         1338
DRC viols ...................................................................            0
Per-cell via count in the routed design .....................................        4.974
Count of inserted antenna diode cells .......................................            0
Number of nets with antenna violations after detailed routing ...............            0
Length of the first detailed-routing pass in iterations .....................            4

STA
------------------------------------------------------------------------------------------
Hold slack final ............................................................     425.0 ps
Largest clock skew in the final design ......................................     4.184 ps
Sum of negative setup slack .................................................         0 ps
Post-layout min period ......................................................      2523 ps
Fin crit share ..............................................................       90.11%
Worst Tran Pin Value ........................................................     670.7 ps
FMAX ........................................................................    396.3 MHz
Final Hold Vio Count ........................................................            0
Unrepaired setup endpoints after global routing .............................           no
Final Max Tran Viols ........................................................            0
Max-Slew Margin vs Limit ....................................................       55.23%
Final setup violating endpoints .............................................            0

PWR
------------------------------------------------------------------------------------------
Static leakage power ........................................................ 0.0006449 uW
Maximum vdd ir drop .........................................................    0.2471 mV
Psw .........................................................................     106.2 uW
Part of the power in combinational logic ....................................         4.4%
Power density relative to cell area ......................................... 292.8 nW/um2
Switch share ................................................................       21.07%
Share of total power in the clock network ...................................        43.3%
Sequential Power Share ......................................................        52.3%
Internal power component ....................................................     397.6 uW

JOB
------------------------------------------------------------------------------------------
# Max-Cap Violations ........................................................            0
Number of OpenROAD warnings .................................................           28

CRITICAL PATH
------------------------------------------------------------------------------------------
Worst EP arrival ............................................................      2690 ps
Required time at the worst-slack endpoint ...................................      2970 ps
Destination of the worst register-to-register timing path ...................      out1[6]
Sort of element at the start of the critical path ...........................    flip-flop
Crit-path leading delay family .............................................. simple AND/OR/NAND/NOR gates
Critical path peak fanout ...................................................            9
R2R Path Start ..............................................................     count[4]
CP Class .................................................................... flip-flop to flip-flop
Reg-to-reg setup timing slack ...............................................       280 ps
Cell seen most often among critical-path stages .............................       and3_1
Count of buffer and inverter cells on the critical path .....................            1
Worst stage delay on the critical path ......................................       390 ps
Element type at the critical path end .......................................    flip-flop
Cells along the critical path ............................................... nor2_1 -> inv_1 -> ha_1 -> nand2b_4 -> o21ai_1 -> and3_1 -> maj3_2 -> a21oi_4 -> and3_1 -> o41ai_2
CP max stage cell ...........................................................       and3_1
Worst Reg-to-Reg Cells ......................................................           10

FLOORPLAN
------------------------------------------------------------------------------------------
Floorplan die height ........................................................        93 um
Site row count ..............................................................           26
Chip area ...................................................................     8649 um2
Placeable core region .......................................................     5140 um2
Die X-Extent ................................................................        93 um
Top-level port count ........................................................           18
Fraction of the core area occupied by cells at floorplan ....................       28.53%

CLOCK NETWORK
------------------------------------------------------------------------------------------
TritonCTS clock tree ........................................................        built
Clk sink count ..............................................................           18
Post-cts sizing count .......................................................            0
Post-CTS setup buffer count .................................................            0
Clock slew at reported path FFs .............................................        70 ps
Number of buffers inserted for hold repair after clock tree synthesis .......            0
Clock insertion delay at the later pin of the skew report ...................       260 ps
Clock root buffer ...........................................................     clkbuf_8
CTS buffer count ............................................................            3
Max clock buf depth .........................................................            2
Number of H-tree branching levels ...........................................            1

HOLD PATH
------------------------------------------------------------------------------------------
Kind of path behind the tightest hold check ................................. flip-flop to flip-flop
End point of the most critical hold path ....................................      out1[0]
Hold path startpoint ........................................................     count[0]
Worst hold path stage count .................................................            0

PLACED DESIGN
------------------------------------------------------------------------------------------
Port bufs ...................................................................           14
HPWL Detailed ...............................................................     2.575 mm
Final weighted congestion of routability-driven global placement ............       0.8990

## per-stage QoR
| step | cell area [um2] | setup slack, ps | total power [uW] | cells |
|---|---|---|---|---|
| 4_1_cts | 1714 | 273.3 | 510.1 | 269 |
| 6_report | 1720 | 276.8 | 503.7 | 269 |
| 2_1_floorplan | 1474 | 299.6 | 284.2 | 190 |
| 5_1_grt | 1720 | 2.480 | 530.5 | 269 |
| 3_3_place_gp | 1659 | 301.2 | 292.2 | 265 |
| 3_5_place_dp | 1659 | 290.9 | 292.2 | 265 |
## worst reg2reg max path, stage by stage (launching register included)
cell and delay (ps):
dfxtp_1 310, nor2_1 200, inv_1 90, ha_1 290, nand2b_4 180, o21ai_1 230
and3_1 390, maj3_2 300, a21oi_4 90, and3_1 180, o41ai_2 180
## final cells by class
| type | instances | area (um2) |
|---|---|---|
| clock buffers | 4 | 55.05 |
| fillers | 569 | 3420 |
| inverters | 8 | 30.03 |
| multi-input cells | 146 | 979.7 |
| flip-flops and latches | 18 | 360.3 |
| well taps | 70 | 87.58 |
| repair buffers | 23 | 207.7 |
## power by group through the flow
| stage | Combinational [uW] | Clock (uW) | Sequential (uW) |
|---|---|---|---|
| after CTS | 22.7 | 224 | 264 |
| final | 22.2 | 218 | 264 |
| after global routing | 24.6 | 242 | 264 |
## state kept, by name, indices dropped and copies added (netlist names)
name / count
count: 7
out1: 7
out2: 4
## routing by layer
metal / GRT usage (%) / vias up / wire (um)
li1: - / 685 / -
met1: 11.92 / 619 / 1724
met2: 13.32 / 32 / 1582
met3: 1.939 / 2 / 224
met4: 0.5141 / 0 / 4
met5: 0 / - / 0
## Yosys cell counts, types with 2 or more instances
master     number  area [um2]
a211o_1         3       26.28
a21o_1          4       30.03
a21oi_1        13       65.06
a221oi_1        2       17.52
a31oi_1         5       31.28
a41oi_1         2       17.52
and3_1          3       18.77
buf_1           3       11.26
buf_2           4       20.02
buf_4           6       45.04
buf_6           2       22.52
clkbuf_1        3       11.26
dfxtp_1        18       360.4
ha_1            4       50.05
inv_1           7       26.28
nand2_1        15       56.30
nand2b_1        5       31.28
nand3_1         2       10.01
nor2_1         23       86.33
nor2b_1         4       25.02
nor3_1          3       15.01
nor4_1          2       12.51
o2111ai_1       2       17.52
o211ai_1        3       22.52
o21ai_0        11       55.05
o21ai_1         2       10.01
xnor2_1         7       61.31
xnor2_2         2       32.53
## cells by family after synthesis
logic type | count (synthesis)
buf+inv | 26
other cells | 1
fa+ha+maj | 5
compound gates | 60
flops | 18
simple gates | 67
mux | 1
xor+xnor | 10
## worst max path at each step
stage                     from  endpoint  slack (ps)  cells after the start
after CTS             count[4]   out1[6]         270                     10
after global routing  count[4]   out1[6]           2                     10
final                 count[4]   out1[6]         280                     10
No activity file was given, so power comes from the tool's default toggle rates.
