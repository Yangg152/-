File: ./run.sh
#!/bin/bash
# OpenROAD 26Q1-2900-gdf79404cd8, Yosys 0.63+post, stock flow scripts
make -C /OpenROAD-flow-scripts/flow DESIGN_CONFIG=/design/flow/config.mk WORK_HOME=/design/flow/orfs finish
File: ./config.mk
export PLATFORM = sky130hd
export DESIGN_NAME = top
export DESIGN_NICKNAME = top
export VERILOG_FILES = /design/flow/design.v
export SDC_FILE = /design/flow/constraint.sdc
export NUM_CORES = 4
export LEC_CHECK = 1
export CORE_AREA = 10 10 95 95
export DIE_AREA = 0 0 105 105
export SYNTH_HDL_FRONTEND = slang
File: ./constraint.sdc
current_design top

set clk_period 3.7
set clk_io_pct 0.2

create_clock -name clk0 -period $clk_period [get_ports {clk}]

set non_clock_inputs [all_inputs -no_clocks]
set_input_delay [expr $clk_period * $clk_io_pct] -clock clk0 $non_clock_inputs
set_output_delay [expr $clk_period * $clk_io_pct] -clock clk0 [all_outputs]
File: ./design.v
module EXU #(DATA_WIDTH = 32) (
  input clk,
  input rst,
  input [31:0] immI,
  input [31:0] rs1_value, rs2_value, rd_value,
  input [6:0] opcode7,
  input [2:0] opcode3,
  output reg [31:0] result
);
  assign result = immI + rs1_value;
endmodule
module IDU #(DATA_WIDTH = 32) (
  input clk,
  input rst,
  input [DATA_WIDTH-1:0] inst,
  output reg [31:0] imm,
  output reg [4:0] rd, rs1, rs2,
  output reg [6:0] opcode7,
  output reg [2:0] opcode3,
  output reg wen,
  output reg ebreak
);
  always @(*) begin
    if(rst == 1) begin
      imm     =  0;
      rd      =  0;
      rs1     =  0;
      rs2     =  0;
      opcode7 =  0;
      opcode3 =  0;
      wen     =  0;
    end else begin
      imm     =  {{21{inst[31]}}, inst[30:20]};
      rd      =  inst[11:7];
      rs1     =  inst[19:15];
      rs2     =  inst[24:20];
      opcode7 =  inst[6:0];
      opcode3 =  inst[14:12];
      wen     =  (imm != 0) ? 1'b1 : 1'b0;
    end
  end
  always @(*) begin
    case (opcode7)
      7'b1110011: begin
        case (opcode3)
          3'b000: begin
            if (inst[30:20] == 1) begin
              ebreak = 1'b1;
            end else begin
              ebreak = 1'b0;
            end
          end
          default: begin
            ebreak = 1'b0;
          end
        endcase
      end
      default: begin
        ebreak = 1'b0;
      end
    endcase
  end
endmodule
module IFU #(DATA_WIDTH = 32) (
  input clk,
  input rst,
  input [DATA_WIDTH-1:0] pc,
  output reg [DATA_WIDTH-1:0] inst
);
endmodule
module Reg #(WIDTH = 1, RESET_VAL = 0) (
  input clk,
  input rst,
  input [WIDTH-1:0] din,
  output reg [WIDTH-1:0] dout,
  input wen
);
  always @(posedge clk) begin
    if (rst) dout <= RESET_VAL;
    else if (wen) dout <= din;
  end
endmodule
module example(
  input clk,
  input rst,
  input [3:0] in,
  output [3:0] out
);
  Reg #(1, 1'b1) i0 (clk, rst, in[0], out[0], 1'b1);
  Reg #(3, 3'b0) i1 (clk, rst, in[3:1], out[3:1], out[0]);
endmodule
module RegisterFile #(ADDR_WIDTH = 5, DATA_WIDTH = 32) (
  input clk,
  input wen,
  input [DATA_WIDTH-1:0] wdata,
  input [ADDR_WIDTH-1:0] waddr,
  input [ADDR_WIDTH-1:0] raddr,
  output reg [DATA_WIDTH-1:0] rdata
);
  reg [DATA_WIDTH-1:0] rf [2**ADDR_WIDTH-1:0];
  initial begin
    integer i;
    for (i = 0; i < 2**ADDR_WIDTH; i = i + 1) begin
      rf[i] = 32'h00000000;
    end
  end
  always @(posedge clk) begin
    if (wen) rf[waddr] <= wdata;
  end
 assign rdata = (raddr == 0) ? 32'h00000000 : rf[raddr];  
endmodule
module top (
  input clk,
  input rst,
  input [31:0] inst,
  output reg [31:0] out,
  output reg [31:0] pc, 
  output reg break_out
);
  import "DPI-C" function void top_break(input bit break_out);
  reg [31:0]  pc_n;
  Reg #(32, 32'h80000000) pc_reg (clk, rst, pc_n, pc, 1'b1);
  assign pc_n = (pc == 0) ? 32'h80000000 : pc + 4;
  IFU ifu (
    .clk         (clk),
    .rst         (rst),
    .pc          (pc),
    .inst        ()
  );
  wire [31:0]   imm;
  wire [4:0]    rd, rs1, rs2;
  wire [6:0]    opcode7;
  wire [2:0]    opcode3;
  IDU idu (
    .clk         (clk),
    .rst         (rst),
    .inst        (inst),
    .imm         (imm),
    .rd          (rd),
    .rs1         (rs1),
    .rs2         (rs2),
    .opcode7     (opcode7),
    .opcode3     (opcode3),
    .wen         (wen),
    .ebreak      (break_out)
  );
  wire [31:0]   wdata;
  wire          wen;
  wire [31:0]   rs1_value, rs2_value, rd_value;
  wire [31:0]   result; 
  EXU exu(
    .clk               (clk),
    .rst               (rst),
    .immI              (imm),
    .opcode7           (opcode7),
    .opcode3           (opcode3),
    .rd_value          (rd_value),
    .rs1_value         (regfile_out),
    .rs2_value         (rs2_value),
    .result            (result)    
  );
  wire [31:0]   regfile_out;
  RegisterFile regfile (
    .clk(clk),
    .wen(wen),
    .wdata(result),
    .waddr(rd),
    .raddr(rs1),
    .rdata(regfile_out)
  );
  always@(*) begin
    top_break(break_out);
  end
endmodule
==> run_summary.xml <==
<?xml version="1.0" encoding="UTF-8"?>
<metrics>
  <group name="drt">
    <metric name="viasPerCell" unit="">4.44</metric>
    <metric name="initial_drt_markers" unit="">82</metric>
    <metric name="remaining_drcs" unit="">0</metric>
    <metric name="drt_wirelength" unit="um">4870</metric>
    <metric name="dr.pass1.iters" unit="">6</metric>
    <metric name="antenna_cells" unit="">0</metric>
    <metric name="ant_nets" unit="">0</metric>
    <metric name="vias" unit="">1620</metric>
    <metric name="wl_per_cell" unit="um">13.4</metric>
  </group>
  <group name="final_layout">
    <metric name="drive_gt1_share" unit="%">4.46</metric>
    <metric name="final_core_utilization" unit="%">34.2</metric>
    <metric name="regArea" unit="um^2">601</metric>
    <metric name="num-fill-cells" unit="">723</metric>
    <metric name="logic_area" unit="um^2">955</metric>
    <metric name="largest_registers" unit="">pc_reg.dout: 30 flops</metric>
    <metric name="largest_reg_flops" unit="">30</metric>
    <metric name="syn2layout_area_growth" unit="%">34.3</metric>
    <metric name="largest-register" unit="">pc_reg.dout</metric>
    <metric name="post_layout_nonfiller_instances" unit="">365</metric>
  </group>
  <group name="sta">
    <metric name="worst_slew_margin_rel" unit="%">62.1</metric>
    <metric name="worst_hold_slack_across_all_endpoints" unit="ns">0.507</metric>
    <metric name="post-route-min-period" unit="ns">3.08</metric>
    <metric name="worst_clock_skew" unit="ns">0.00695</metric>
    <metric name="max_slew.worst_pin.slew" unit="ns">0.568</metric>
    <metric name="setup_tns" unit="ns">0</metric>
    <metric name="final-hold-violation-count" unit="">0</metric>
    <metric name="drv_slew" unit="">0</metric>
    <metric name="rsz_0062_raised_after_global_routing" unit="">false</metric>
    <metric name="timing.final.setup_violations" unit="">0</metric>
    <metric name="min_period_over_period" unit="%">83.3</metric>
    <metric name="timing.fmax" unit="MHz">325</metric>
  </group>
  <group name="die">
    <metric name="chipWidth" unit="um">105</metric>
    <metric name="floorplan.die.height" unit="um">105</metric>
    <metric name="core.rowCount" unit="">30</metric>
    <metric name="die-area" unit="um^2">11000</metric>
    <metric name="num_io_pins" unit="">99</metric>
    <metric name="floorplan.core_area" unit="um^2">6910</metric>
    <metric name="floorplan.core_util" unit="%">25.4</metric>
  </group>
  <group name="placed_design">
    <metric name="place_congestion" unit="">0.780</metric>
    <metric name="i_o_buffers" unit="">53</metric>
    <metric name="dp_hpwl" unit="um">3840</metric>
    <metric name="dp.cells" unit="">358</metric>
  </group>
  <group name="logic_synthesis">
    <metric name="synth.yosys.num_cells" unit="">218</metric>
    <metric name="top_cell_area_share" unit="%">34.2</metric>
    <metric name="top_cell" unit="">sky130_fd_sc_hd__buf_4</metric>
    <metric name="yosys_area" unit="um^2">1760</metric>
    <metric name="async_reset_ff_share" unit="%">0</metric>
    <metric name="avgSynthCellArea" unit="um^2">8.06</metric>
    <metric name="top_cells_by_count" unit="">35 x sky130_fd_sc_hd__buf_4, 30 x sky130_fd_sc_hd__dfxtp_1, 19 x sky130_fd_sc_hd__nor2_1</metric>
    <metric name="synth_area_leader_cell" unit="">sky130_fd_sc_hd__dfxtp_1</metric>
    <metric name="ys_seq_share" unit="%">34.2</metric>
    <metric name="synth.distinct_cells" unit="">28</metric>
    <metric name="syn_area" unit="um^2">1760</metric>
    <metric name="top_cells_by_area" unit="">sky130_fd_sc_hd__dfxtp_1 34%, sky130_fd_sc_hd__buf_4 15%, sky130_fd_sc_hd__or4_1 5.6%, sky130_fd_sc_hd__xnor2_1 5.5%, sky130_fd_sc_hd__o31ai_1 4.3%</metric>
    <metric name="synthCells" unit="">218</metric>
    <metric name="synth-warning-count" unit="">32</metric>
    <metric name="seq_cells_post_synth" unit="">30</metric>
    <metric name="enable_flop_cells" unit="">0</metric>
    <metric name="synthFlopType" unit="">sky130_fd_sc_hd__dfxtp_1</metric>
  </group>
  <group name="grt">
    <metric name="antenna_violations_before_repair" unit="">0</metric>
    <metric name="largest_net_degree_at_the_start_of_global_routing" unit="">19</metric>
    <metric name="grtUsageTotal" unit="%">8.69</metric>
    <metric name="grt_first_pass_wirelength" unit="um">8070</metric>
    <metric name="globalRoute.totalOverflow" unit="">0</metric>
    <metric name="grt_pass1_vias" unit="">1556</metric>
  </group>
  <group name="min_path">
    <metric name="hold_path_endpoint" unit="">pc_reg.dout[2]$_SDFF_PP0_</metric>
    <metric name="worstHoldPathCells" unit="">1</metric>
    <metric name="worstHoldPathType" unit="">reg2reg</metric>
    <metric name="worst_hold_startpoint" unit="">pc_reg.dout[2]$_SDFF_PP0_</metric>
  </group>
  <group name="flow_run">
    <metric name="drv.max_cap_violation_count" unit="">0</metric>
    <metric name="log.warning_count" unit="">37</metric>
  </group>
  <group name="setup_path">
    <metric name="worst_setup_path_start_kind" unit="">input port</metric>
    <metric name="critical_path_required" unit="ns">2.96</metric>
    <metric name="worst_flop_to_flop_path_endpoint" unit="">pc_reg.dout[27]$_SDFF_PP0_</metric>
    <metric name="cp.arrival" unit="ns">2.34</metric>
    <metric name="critPathMaxFanout" unit="">2</metric>
    <metric name="r2r-start" unit="">pc_reg.dout[5]$_SDFF_PP0_</metric>
    <metric name="startpoint" unit="">rst</metric>
    <metric name="reg2reg_slack" unit="ns">1.47</metric>
    <metric name="r2r_worst_path_depth" unit="">4</metric>
    <metric name="sort_of_element_at_the_end_of_the_critical_path" unit="">output port</metric>
    <metric name="criticalPathCategory" unit="">in2out</metric>
  </group>
  <group name="clock_network">
    <metric name="cts_tree" unit="">built</metric>
    <metric name="insertion_delay" unit="ns">0.28</metric>
    <metric name="postCtsResizedCells" unit="">0</metric>
    <metric name="postCtsHoldBufs" unit="">0</metric>
    <metric name="clockBufferDepth" unit="">2</metric>
    <metric name="clk_transition_reported_paths" unit="ns">0.06</metric>
    <metric name="post_cts_setup_buffers" unit="">0</metric>
    <metric name="cts.htree.levels" unit="">2</metric>
    <metric name="root_buffer" unit="">sky130_fd_sc_hd__clkbuf_8</metric>
    <metric name="clock-sinks" unit="">30</metric>
    <metric name="cts_made_buffers" unit="">5</metric>
  </group>
  <group name="run_status">
    <metric name="status" unit="">completed</metric>
  </group>
  <group name="pwr">
    <metric name="power.static_leakage" unit="nW">0.781</metric>
    <metric name="powerDensity" unit="nW/um^2">302</metric>
    <metric name="power" unit="W">0.000712</metric>
    <metric name="power.ir.vdd_worst" unit="uV">164</metric>
  </group>
</metrics>
-- cell families after synthesis --
logic type | Yosys count | synth area share (%)
other cells | 1 | 0.213
simple gates | 90 | 28.6
flops | 30 | 34.2
fa+ha+maj | 2 | 1.42
buf+inv | 52 | 18.7
compound gates | 30 | 10.3
xor+xnor | 13 | 6.48
-- layout make-up --
cell class	count	area share (%)
Timing Repair Buffer	54	22.8
Multi-Input combinational cell	169	40.5
Sequential cell	30	25.5
Tap cell	96	5.09
Clock inverter	1	1.27
Clock buffer	6	3.50
Inverter	9	1.43
-- per-layer routing --
metal / GRT usage, % / share of wire (%)
met2: 13.5 / 48
met5: 0 / 0
met3: 2.98 / 7.5
met1: 11.8 / 44
met4: 0.784 / 0.31
-- how the worst max path moves through the flow --
| stage | slack (ns) | depth (start not counted) | end |
|---|---|---|---|
| after CTS | 0.59 | 5 | break_out |
| final | 0.62 | 5 | break_out |
| after global routing | 0.44 | 5 | break_out |
-- power by group --
part	switching, W	internal [W]	total, W
sequential	0.00000458	0.000326	0.000330
clock	0.000121	0.000215	0.000337
combinational	0.0000151	0.0000306	0.0000456
-- worst max-delay path: stages --
cell                              delay (ns)
sky130_fd_sc_hd__clkdlybuf4s50_1        0.43
sky130_fd_sc_hd__nor4b_1                0.32
sky130_fd_sc_hd__nand4_1                0.14
sky130_fd_sc_hd__nor4_1                 0.19
sky130_fd_sc_hd__clkdlybuf4s50_1        0.52
-- stage by stage --
stage | instance area (um^2) | worst slack (ns)
2_1_floorplan | 1880 | 1.75
3_3_place_gp | 2250 | 0.634
3_5_place_dp | 2250 | 0.599
4_1_cts | 2360 | 0.589
5_1_grt | 2360 | 0.438
6_report | 2360 | 0.619
-- layout by cell type, fill, tap and decap left out --
| master | Yosys | routed |
|---|---|---|
| sky130_fd_sc_hd__o31a_1 | 1 | 1 |
| sky130_fd_sc_hd__dfxtp_1 | 30 | 30 |
| sky130_fd_sc_hd__bufinv_16 | 0 | 1 |
| sky130_fd_sc_hd__clkbuf_8 | 0 | 6 |
| sky130_fd_sc_hd__clkdlybuf4s50_1 | 0 | 53 |
| sky130_fd_sc_hd__nor4_1 | 11 | 11 |
| sky130_fd_sc_hd__o21bai_2 | 0 | 1 |
| sky130_fd_sc_hd__conb_1 | 1 | 34 |
| sky130_fd_sc_hd__nand4_1 | 7 | 7 |
| sky130_fd_sc_hd__buf_4 | 35 | 1 |
| sky130_fd_sc_hd__nand2_1 | 9 | 9 |
| sky130_fd_sc_hd__a21oi_1 | 14 | 14 |
| sky130_fd_sc_hd__o31ai_1 | 10 | 10 |
| sky130_fd_sc_hd__nor2_1 | 19 | 19 |
| sky130_fd_sc_hd__nand3_1 | 11 | 11 |
| sky130_fd_sc_hd__xor2_1 | 2 | 2 |
| sky130_fd_sc_hd__xnor2_1 | 11 | 11 |
| sky130_fd_sc_hd__inv_1 | 9 | 9 |
| sky130_fd_sc_hd__and3_1 | 3 | 3 |
| sky130_fd_sc_hd__or2_2 | 2 | 2 |
| sky130_fd_sc_hd__nand4_2 | 1 | 1 |
| sky130_fd_sc_hd__nor3_1 | 5 | 5 |
| sky130_fd_sc_hd__o21ai_0 | 4 | 4 |
| sky130_fd_sc_hd__nand4b_1 | 1 | 1 |
| sky130_fd_sc_hd__nor4b_1 | 2 | 2 |
| sky130_fd_sc_hd__or4_1 | 13 | 13 |
| sky130_fd_sc_hd__or3_1 | 6 | 6 |
| sky130_fd_sc_hd__ha_1 | 2 | 2 |
Power is estimated from default activity; no workload was simulated.
